### flow/run.sh
#!/bin/bash
# OpenROAD 26Q1-2900-gdf79404cd8, Yosys 0.63+post, stock flow scripts
make -C /OpenROAD-flow-scripts/flow DESIGN_CONFIG=/design/flow/config.mk WORK_HOME=/design/flow/orfs finish
### flow/config.mk
export PLATFORM = sky130hd
export DESIGN_NAME = hazard_unit
export DESIGN_NICKNAME = hazard_unit
export VERILOG_FILES = /design/flow/design.v
export SDC_FILE = /design/flow/constraint.sdc
export NUM_CORES = 4
export LEC_CHECK = 1
export CORE_AREA = 10 10 70 70
export DIE_AREA = 0 0 80 80
### flow/constraint.sdc
current_design hazard_unit

set clk_period 1.6
set clk_io_pct 0.2

create_clock -name clk0 -period $clk_period

set non_clock_inputs [all_inputs -no_clocks]
set_input_delay [expr $clk_period * $clk_io_pct] -clock clk0 $non_clock_inputs
set_output_delay [expr $clk_period * $clk_io_pct] -clock clk0 [all_outputs]
### flow/design.v
module hazard_unit (
  input  wire [4:0] id_rs1, id_rs2,
  input  wire [4:0] ex_rd,
  input  wire ex_memread,
  output reg  stall
);
  always @(*) begin
    stall = 0;
    if (ex_memread && (ex_rd != 0) && ((ex_rd == id_rs1) || (ex_rd == id_rs2)))
      stall = 1;
  end
endmodule
==> flow_summary.toml <==
# physical design summary
[final_timing]
finalHoldViolCount = 0
layout_min_cycle_time_ps = 1563
finalMaxSlewViolations = 0
slew_headroom_pct = 88.71
rsz0062_at_grt = "no"
tns_ps = 0
finalClockPeriodUsage_pct = 97.72
setup_viol_count_final = 0
fmax_ghz = 0.6396
tightestPinTransition_ps = 168.0
worst_slack_ps = 36.51

[grt]
grt_start_max_net_pins = 4
met3_usage_pct = 0.5682
first_global_vias = 183
grtUsageMet1_pct = 2.241
antenna_found_initial = 0
grt_pass1_wl_microns = 945
gr-usage-met2_pct = 3.291
gr-total-overflow = 0
grt.busiest_layer = "met2"
grt.total_usage_pct = 1.847

[synth]
yosysTopAreaCell = "xor2_1"
top_cells_by_area = "xor2_1, xnor2_1, nand3_1"
ys_sh_adder_pct = 0
aoi_share_pct = 8.000
top_cell_area_share_pct = 42.00
synth_area_sq_um = 125.1
logic_family = "XOR/XNOR gates"
synth-xor-area-share_pct = 70.00
synth.mux.area_fraction_pct = 0
synth.most_common_cell = "xor2_1"
synth_cell_types = 7
yosys_warnings = 1
simple_gate_share_pct = 22.00
syn-instance-count = 17
syn_avg_cell_area_sq_um = 7.360
ys_cells = 17
ys_seq_share_pct = 0
yosys_area_sq_um = 125.1
top_cells_by_count = "xor2_1, xnor2_1, nand3_1, nor3_1"

[worst_setup_path]
cp-end-kind = "output port"
start_kind = "input pin"
crit_fanout = 2
path_class = "input pin to output port"
cp.arrival_ps = 1240
required_ps = 1280

[clock_network]
post_cts_buffers = 0
cts_hold_buffers = 0

[pwr]
p_per_area_nw_per_um2 = 189.5
p_leak_nw = 0.1571
ir_worst_vdd_mv = 0.01960

[run]
warnings = 32
cap_violations = 0

[placed_design]
post-dp-hpwl_microns = 623
post-place-ws_ps = -625.2
io_buffers = 17
gp_congestion = 0.8034
place_inst = 83

[worst_hold_path]
hp-class = "input pin to output port"

[floorplanning]
num_rows = 21
die_width_microns = 80
fp-utilization_pct = 3.663
core_region_area_sq_um = 3416
die_area_sq_um = 6400
io_pins = 17
die_h_microns = 80

[detailed_routing]
wl_per_cell_microns = 8.361
routed_wl_microns = 694
initialDrtViolationCount = 0
antenna_cells = 0
ant_nets = 0
drc = 0
firstDrtPassIters = 1
vias = 190
via_per_inst = 2.289

[final_layout]
drive_gt1_share_pct = 24.32
syn2layout_area_growth_pct = 178.0
flop-count = 0
postLayoutCoreUtil_pct = 10.18
flop_area_sq_um = 0
n_clock_buffer = 0
stdcell_count = 83

[outcome]
status = "completed"
==> metrics by stage <==
stage / hold slack (ps) / instance area (sq um) / power [W]
2_1_floorplan: 714.6 / 125.1 / 0.00002255
3_3_place_gp: 1570 / 375.4 / 0.00007883
3_5_place_dp: 1548 / 375.4 / 0.00007906
4_1_cts: 1113 / 346.6 / 0.00006822
5_1_grt: 1050 / 347.8 / 0.00007140
6_report: 1031 / 347.8 / 0.00006593
==> what timing repair did <==
action | 4_1_cts | 5_1_grt
resized | 24 | 8
pin swaps | 6 | 12
endpoints found under the setup margin | 1 | 1
==> cells in the final DEF (no fill, tap or decap), drive strengths merged <==
cell type      Yosys  routed
a21oi              1       1
buf                0       7
clkbuf             0       2
clkdlybuf4s15      0       2
clkdlybuf4s50      0       2
dlygate4sd2        0       4
dlymetal6s2s       0       3
nand3              2       2
nor3               2       2
o21ai              1       1
or4                1       1
xnor2              4       4
xor2               6       6
==> cell families after synthesis <==
kind of cell,count (synthesis)
xor gates and xnor gates,10
and+or+nand+nor,5
AOI/OAI and AO/OA,2
==> area by class of cell <==
class / count / area, sq um
repair buffers: 20 / 165.2
multi-input cells: 17 / 125.1
well taps: 46 / 57.56
fillers: 403 / 3068
==> per-layer routing <==
metal	share of wire [%]	vias to the layer above	wire [microns]
met3	10	0	71
met5	0	-	0
li1	-	99	-
met1	42	81	289
met2	48	10	333
met4	0	0	0
==> worst max-delay path, cell delays in order <==
cell and delay (ps):
dlygate4sd2_1 240, or4_1 390, o21ai_1 130, a21oi_1 50, buf_2 110
==> worst paths after layout <==
| path | from | end | slack (ps) | cells past startpoint |
|---|---|---|---|---|
| min | ex_rd[0] | stall | 1030 | 4 |
| max | ex_rd[1] | stall | 40 | 5 |
==> report_power, final <==
part           internal, W  switching, W  leakage [nW]
Clock                    0             0             0
Sequential               0             0             0
Combinational    0.0000422     0.0000238         0.157
Total            0.0000422     0.0000238         0.157
No activity file was given, so power comes from the tool's default toggle rates.
