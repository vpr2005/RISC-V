## /design/flow/config.mk

```make
export PLATFORM = sky130hd
export DESIGN_NAME = forwarding_unit
export DESIGN_NICKNAME = forwarding_unit
export VERILOG_FILES = /design/flow/design.v
export SDC_FILE = /design/flow/constraint.sdc
export NUM_CORES = 4
export LEC_CHECK = 1
export CORE_AREA = 10 10 70 70
export DIE_AREA = 0 0 80 80
```

## /design/flow/constraint.sdc

```tcl
current_design forwarding_unit

set clk_period 2.3
set clk_io_pct 0.2

create_clock -name clk0 -period $clk_period

set non_clock_inputs [all_inputs -no_clocks]
set_input_delay [expr $clk_period * $clk_io_pct] -clock clk0 $non_clock_inputs
set_output_delay [expr $clk_period * $clk_io_pct] -clock clk0 [all_outputs]
```

## /design/flow/design.v

```verilog
module forwarding_unit (
  input  wire [4:0] ex_rs1, ex_rs2,
  input  wire [4:0] mem_rd, wb_rd,
  input  wire mem_regwrite, wb_regwrite,
  output reg  [1:0] forwardA, forwardB
);
  always @(*) begin
    forwardA = 2'b00;
    forwardB = 2'b00;
    if (mem_regwrite && (mem_rd != 0) && (mem_rd == ex_rs1)) forwardA = 2'b01;
    else if (wb_regwrite && (wb_rd != 0) && (wb_rd == ex_rs1)) forwardA = 2'b10;
    if (mem_regwrite && (mem_rd != 0) && (mem_rd == ex_rs2)) forwardB = 2'b01;
    else if (wb_regwrite && (wb_rd != 0) && (wb_rd == ex_rs2)) forwardB = 2'b10;
  end
endmodule
```

## /design/flow/run.sh

```bash
#!/bin/bash
# OpenROAD 26Q1-2900-gdf79404cd8, Yosys 0.63+post, stock flow scripts
make -C /OpenROAD-flow-scripts/flow DESIGN_CONFIG=/design/flow/config.mk WORK_HOME=/design/flow/orfs finish
```

==> run_results.csv <==
group,metric,value,unit
logic_synthesis,seq_area_frac_synth,0,%
cts,cts_hold_buf,0,
placed_design,dp.final_hpwl,1.23,mm
global_routing,grt_max_degree,4,
pwr,powerDensity,159,nW/um^2
logic_synthesis,synth_top_area_share,54.4,%
die,io_pins,26,
final_layout,nClkBuffers,0,
global_routing,grt_use_met2,3.05,%
logic_synthesis,top_area_cell,"xnor2_1",
setup_path,cp.required,1.84,ns
final_timing,setup_violations,0,
setup_path,cp-startpoint,"mem_rd[3]",
route,ant_nets,0,
final_timing,max_slew_margin,82.4,%
status,status,"finished, final reports clean",
global_routing,grt_pass1_wl,2.13,mm
setup_path,slowest_stage,"or4_4",
setup_path,crit_fanout,2,
global_routing,grt_pass1_vias,413,
hold_path,hp-start,"wb_rd[4]",
logic_synthesis,ys_cells,34,
final_timing,whs,1.44,ns
final_layout,drive_gt1_share,41.9,%
die,initial_core_util,7.55,%
die,die_h,80,um
final_timing,finalHoldViolCount,0,
setup_path,worstSetupEndpointType,"output port",
die,core,3420,um^2
final_layout,syn_to_final_growth,191,%
placed_design,numPortBuffers,26,
final_timing,max_freq,0.442,GHz
logic_synthesis,ys_types,9,
global_routing,met1_usage,7.79,%
logic_synthesis,synth.avg_cell_area,7.58,um^2
route,drc,0,
logic_synthesis,most_common_cell,"xnor2_1",
die,fp-row-count,21,
global_routing,grt_overflow,0,
die,chipWidth,80,um
logic_synthesis,ys_area,258,um^2
final_timing,min_period,2.26,ns
route,via_per_inst,3.29,
hold_path,hold_path.class,"primary input to output port",
final_timing,final_max_slew_viol_count,0,
run,warning_count,33,
logic_synthesis,yosysWarnings,1,
logic_synthesis,synthTopCellsByCount,"16 x xnor2_1, 4 x nor4_1, 4 x xor2_1",
setup_path,startpoint_type,"primary input",
setup_path,critPathMaxStageDelay,0.54,ns
placed_design,gp_congestion,0.846,
logic_synthesis,netlist_area,258,um^2
run,cap_viol_max_count,0,
pwr,power.leakage,0.310,nW
global_routing,grt_antenna_before_repair,0,
setup_path,path_class,"primary input to output port",
setup_path,timing.critical_path.mode_cell,"buf_6",
setup_path,arrival,1.80,ns
logic_synthesis,area_leaders,"xnor2_1 54%, xor2_1 14%, nor4_1 9.7%",
global_routing,busiest_layer,"met1",
final_timing,period_used_share,98.4,%
route,vias,395,
route,avgRoutedWirePerCell,11.9,um
final_layout,seq_cells,0,
logic_synthesis,synth_cells,34,
final_timing,rsz0062_at_grt,"no",
global_routing,grt.met3_usage,2.61,%
global_routing,track_usage,4.13,%
die,chip_area,6400,um^2
route,drtPass1Iterations,4,
setup_path,cp_cell_sequence,"buf_6, or4_4, o21ai_4, buf_6, nor4_4, buf_4, dlygate4sd2_1",
final_layout,regArea,0,um^2
route,drt-initial-drc-count,4,
pwr,ir_worst_vdd,0.0000638,V
pwr,power,120,uW
route,num_antenna_cells,0,
final_timing,tightestPinTransition,0.263,ns
route,routed_wirelength,1.43,mm
[worst max-delay path, delay by kind of cell]
| kind | cells | cell delay [ns] |
|---|---|---|
| buffers and inverters | 4 | 0.59 |
| AND-OR/OR-AND | 1 | 0.19 |
| AND/OR/NAND/NOR | 2 | 0.58 |
[layout make-up]
class / instances / area, um^2
timing repair buffer: 40 / 350
tap: 46 / 57.6
multi-input combinational: 34 / 343
fill: 386 / 2670
[where the power goes]
part           switching, mW  total, mW  internal, mW  leakage (nW)
Sequential                 0          0             0             0
Clock                      0          0             0             0
Combinational         0.0510      0.120        0.0686         0.310
[worst paths after layout]
kind | endpoint | cells after the start
worst min-delay path | forwardA[1] | 5
worst max-delay path | forwardA[0] | 7
[logic make-up (layout without fill, tap and decap cells)]
family | count (synthesis) | after routing | synth area share [%]
buffers and inverters | 0 | 40 | 0
XOR/XNOR | 20 | 20 | 68.0
AND-OR/OR-AND | 1 | 1 | 3.40
AND/OR/NAND/NOR | 13 | 13 | 28.6
[stage by stage]
step	area [um^2]	cells	util (%)	setup slack (ns)	setup TNS [ns]
CTS	711	119	20.8	-0.0541	-0.0719
global route	751	120	22.0	0.00518	0
detailed placement	666	118	19.5	-0.684	-2.18
floorplan	258	34	-	0.481	0
global placement	666	118	19.5	-0.645	-2.09
finish	751	120	22.0	0.0361	0
[routing by layer]
metal	share of wire, %	vias to the layer above
li1	-	202
met1	59	167
met2	22	26
met3	18	0
met4	0	0
met5	0	-
[repair_timing]
| item | CTS | global route |
|---|---|---|
| endpoints found under the setup margin | 4 | 3 |
| pin swaps | 9 | 2 |
| resized | 46 | 11 |
| hold endpoints to repair | 0 | 0 |
| setup buffers | 1 | 1 |
[cell usage in the layout (no fill, tap or decap)]
master / instances
clkdlybuf4s15_2: 1
clkdlybuf4s50_1: 4
dlymetal6s2s_1: 2
nand3_2: 1
xor2_1: 4
buf_6: 4
xnor2_2: 2
nor4_4: 2
nand4_1: 2
clkbuf_2: 1
or4_4: 2
nand3_1: 1
o21ai_4: 1
nand2_1: 2
nor2_4: 1
buf_2: 2
dlygate4sd2_1: 13
clkdlybuf4s15_1: 1
xnor2_1: 14
buf_4: 12
nor4_2: 2
No activity file was given, so power comes from the tool's default toggle rates.
