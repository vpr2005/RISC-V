File: /design/flow/run.sh
#!/bin/bash
# OpenROAD 26Q1-2900-gdf79404cd8, Yosys 0.63+post, stock flow scripts
make -C /OpenROAD-flow-scripts/flow DESIGN_CONFIG=/design/flow/config.mk WORK_HOME=/design/flow/orfs finish
File: /design/flow/config.mk
export PLATFORM = sky130hd
export DESIGN_NAME = alu
export DESIGN_NICKNAME = alu
export VERILOG_FILES = /design/flow/design.v
export SDC_FILE = /design/flow/constraint.sdc
export NUM_CORES = 4
export LEC_CHECK = 1
export CORE_UTILIZATION = 50
File: /design/flow/constraint.sdc
current_design alu

set clk_period 25.0
set clk_io_pct 0.2

create_clock -name clk0 -period $clk_period

set non_clock_inputs [all_inputs -no_clocks]
set_input_delay [expr $clk_period * $clk_io_pct] -clock clk0 $non_clock_inputs
set_output_delay [expr $clk_period * $clk_io_pct] -clock clk0 [all_outputs]
File: /design/flow/design.v
module alu (
  input  wire [31:0] a,
  input  wire [31:0] b,
  input  wire [3:0]  alu_ctrl,
  output reg  [31:0] result
);
  always @(*) begin
    case (alu_ctrl)
      4'h0: result = a + b;
      4'h1: result = a - b;
      4'h2: result = a & b;
      4'h3: result = a | b;
      4'h4: result = a ^ b;
      4'h5: result = (a < b) ? 32'd1 : 32'd0;  
      default: result = 32'd0;
    endcase
  end
endmodule
==> results.sh <==
# implementation run metrics
export IMPL_nClkBuffers=0
export IMPL_ir_worst_vdd_v=0.0000121
export IMPL_cp_slowest_cell="o41ai_2"
export IMPL_status="completed"
export IMPL_hold_violations=0
export IMPL_flop_count=0
export IMPL_drive_gt1_frac=0.0439
export IMPL_syn_area_sq_um=4790
export IMPL_placed_cell_area_sq_um=5720
export IMPL_grt_start_max_net_pins=64
export IMPL_die_h_um=99.9
export IMPL_routed_via_count=5267
export IMPL_finalMaxSlewViolations=0
export IMPL_final_area_sq_um=5720
export IMPL_hold_end="result[26]"
export IMPL_crit_fanout=4
export IMPL_regArea_sq_um=0
export IMPL_finalCritPeriodShare=0.556
export IMPL_dieArea_sq_um=9990
export IMPL_rsz0062_at_grt="no"
export IMPL_power_density_nw_per_um2=20.5
export IMPL_wl_per_cell_um=15.7
export IMPL_synthToLayoutAreaGrowth_pct=19.2
export IMPL_crit_chain="clkdlybuf4s50_1 -> inv_1 -> ha_1 -> fa_1 -> nor2_1 -> o221ai_2 -> a211oi_1 -> o21ai_1 -> a21oi_1 -> nor2_1 -> o41ai_2 -> a311oi_1 -> xnor2_1 -> o21ai_1 -> clkdlybuf4s50_1"
export IMPL_firstDrtPassIters=5
export IMPL_warning_count=105
export IMPL_first_iter_violations=305
export IMPL_critPathArrivalTime_ns=8.90
export IMPL_hp_class="input port to output port"
export IMPL_wirelength_mm=14.2
export IMPL_slew_headroom=0.425
export IMPL_place_gp_congestion=0.916
export IMPL_viasPerCell=5.83
export IMPL_max_freq_mhz=72.0
export IMPL_syn_inst=707
export IMPL_antenna_found_initial=0
export IMPL_post_cts_setup_buffers=0
export IMPL_ys_cells=707
export IMPL_yosysWarnings=1
export IMPL_top_cells_by_area="ha_1, a21oi_1, inv_1"
export IMPL_yosys_area_top_type="ha_1"
export IMPL_initial_core_util=0.516
export IMPL_yosys_area_top_type_share=0.271
export IMPL_grt_pass1_wl_mm=23.5
export IMPL_yosysMostFrequentCell="ha_1"
export IMPL_yosys_stat_area_sq_um=4790
export IMPL_rows=35
export IMPL_diodes=0
export IMPL_fin_crit_ns=13.90
export IMPL_fp_dieW_um=99.9
export IMPL_layout_setup_ws_ns=11.10
export IMPL_setup_viol=0
export IMPL_grtUsageTotal=0.292
export IMPL_grt_pass1_vias=4742
export IMPL_p_leak_nw=2.62
export IMPL_drc=0
export IMPL_worstSetupStartpointType="input port"
export IMPL_setup_tns_ns=0
export IMPL_maxCapViolCount=0
export IMPL_place_port_buffers=100
export IMPL_cp_required_ns=20.00
export IMPL_crit_type="input port to output port"
export IMPL_worst_slew_pin_transition_ns=0.860
export IMPL_hold_depth=5
export IMPL_total_power_uw=117
export IMPL_hpwl_mm=10.9
export IMPL_critical_path_endpoint_type="output port"
export IMPL_pre_cts_slack_ns=11.15
export IMPL_ctsHoldBuffers=0
export IMPL_fp_coreArea_sq_um=9280
export IMPL_ant_nets=0
export IMPL_cts_resized=0
export IMPL_whs_ns=11.12
export IMPL_synthTopCellsByCount="ha_1, inv_1, a21oi_1"
export IMPL_n_fill_cell=848
export IMPL_overflow=0
export IMPL_synth_cell_types=71
export IMPL_cpPeakStageDelay_ns=0.50
export IMPL_synth_area_per_cell_sq_um=6.78
export IMPL_synth_seq_share=0
export IMPL_ioPinCount=100
export IMPL_worstHoldStart="alu_ctrl[0]"
==> cells by family after synthesis <==
logic type | count (synthesis) | synth area share
buffers and inverters | 134 | 0.133
AOI/OAI and AO/OA | 261 | 0.360
adders and majority gates | 106 | 0.280
xor gates and xnor gates | 23 | 0.0420
and+or+nand+nor | 181 | 0.181
muxes | 2 | 0.00418
==> routing by layer <==
metal,vias up,global-route usage,wire length [um]
met5,-,0,0
met4,0,0.0441,191
met3,16,0.00921,751
met2,196,0.445,6050
met1,2413,0.463,7220
li1,2642,-,-
==> through the flow <==
stage / util / cells
3_5_place_dp: 0.616 / 903
5_1_grt: 0.616 / 903
4_1_cts: 0.616 / 903
2_1_floorplan: - / 707
3_3_place_gp: 0.616 / 903
6_report: 0.616 / 903
==> placed cells by master, fill, tap and decap left out, drive strengths merged, types with 6 or more instances in the layout <==
cell type / count
nor3: 19
nor2: 75
xnor2: 19
nand4: 7
nor4: 9
a221oi: 18
nand2: 37
o21bai: 11
o22ai: 12
a21oi: 82
a21o: 7
o21ai: 61
clkdlybuf4s50: 99
buf: 7
ha: 104
nand3: 11
o21a: 6
o31ai: 8
o311ai: 6
inv: 95
nand2b: 8
o211ai: 8
a211oi: 9
==> worst max path at each step <==
| stage | start | to | slack [ns] | cells after the start |
|---|---|---|---|---|
| final | a[0] | result[30] | 11.10 | 15 |
| after global routing | a[0] | result[0] | 10.78 | 15 |
| after CTS | a[0] | result[30] | 11.12 | 15 |
==> report_power, final <==
| part | internal [mW] | switching, mW | total (mW) |
|---|---|---|---|
| Sequential | 0 | 0 | 0 |
| Clock | 0 | 0 | 0 |
| Combinational | 0.0532 | 0.0637 | 0.117 |
==> critical path: cells and delay by family <==
| kind | cells | cell delay [ns] |
|---|---|---|
| compound gates | 7 | 1.75 |
| simple gates | 2 | 0.32 |
| fa+ha+maj | 2 | 0.61 |
| buf+inv | 3 | 1.03 |
| xor+xnor | 1 | 0.18 |
==> final cells by class <==
| cell class | count | area (sq um) | area share |
|---|---|---|---|
| multi-input combinational | 573 | 4160 | 0.727 |
| timing repair buffer | 106 | 1040 | 0.182 |
| tap | 129 | 161 | 0.0282 |
| inverter | 95 | 357 | 0.0624 |
